**/design/flow/run.sh**
```bash
#!/bin/bash
# OpenROAD 26Q1-2900-gdf79404cd8, Yosys 0.63+post, stock flow scripts
make -C /OpenROAD-flow-scripts/flow DESIGN_CONFIG=/design/flow/config.mk WORK_HOME=/design/flow/orfs finish
```
**/design/flow/config.mk**
```make
export PLATFORM = sky130hd
export DESIGN_NAME = controller
export DESIGN_NICKNAME = controller
export VERILOG_FILES = /design/flow/design.v
export SDC_FILE = /design/flow/constraint.sdc
export NUM_CORES = 4
export LEC_CHECK = 1
export CORE_AREA = 10 10 70 70
export DIE_AREA = 0 0 80 80
```
**/design/flow/constraint.sdc**
```tcl
current_design controller

set clk_period 2.0
set clk_io_pct 0.2

create_clock -name clk0 -period $clk_period [get_ports {clk}]

set non_clock_inputs [all_inputs -no_clocks]
set_input_delay [expr $clk_period * $clk_io_pct] -clock clk0 $non_clock_inputs
set_output_delay [expr $clk_period * $clk_io_pct] -clock clk0 [all_outputs]
```
**/design/flow/design.v**
```verilog
`timescale 1ns / 1ps
module controller (LdA, LdB, LdP, clrP, decB, done, clk, eqz, start);
input clk,eqz,start;
output reg LdA, LdB, LdP, clrP, decB, done;
reg [2:0] state;
parameter S0 = 3'b000 , S1 = 3'b001 , S2 = 3'b010 , S3 = 3'b011 , S4 = 3'b100 ;
always@(posedge clk)
        begin
                case (state)
                            S0 : if(start) state <= S1;
                            S1 : state <= S2;
                            S2 : state <= S3;
                            S3 : #2 if(eqz) state <= S4;   
                            S4 : state <= S4;
                            default : state <= S0;
                endcase
        end                    
    always@(state)
        begin
                    case(state)
                        S0 : begin #1 LdA = 0; LdB = 0; LdP = 0; clrP = 0; decB = 0; end
                        S1 : begin #1 LdA = 1; end
                        S2 : begin #1 LdA = 0; LdB = 1; clrP = 1;  end
                        S3 : begin #1 LdB = 0; LdP = 1; clrP = 0; decB = 1; end
                        S4 : begin #1 done = 1; LdB = 0; LdP = 0; decB = 0; end
                        default : begin #1 LdA = 0; LdB = 0; LdP = 0; clrP = 0; decB = 0; end
                    endcase
        end            
endmodule     
```
==> results.json <==
{
  "peakVddDrop_mv": 0.224,
  "lay_top_count": "clkdlybuf4s50_1",
  "synth_area_per_cell_um2": 10.1,
  "combGateArea_um2": 91.3,
  "ys_chip_area_um2": 262,
  "fin_tns_setup_ns": 0,
  "initial_core_util": 0.0766,
  "min_period_ns": 1.29,
  "overflow": 0,
  "cp_max_fo": 3,
  "die_h_um": 80,
  "grt_max_degree": 10,
  "die_area_um2": 6400,
  "startpoint_type": "input port",
  "grt_pass1_vias": 211,
  "end_kind": "register",
  "leakagePower_nw": 0.141,
  "insertedDiodeCount": 0,
  "synth_area_um2": 262,
  "coreArea_um2": 3420,
  "status": "finished clean",
  "ys_cells": 26,
  "dp_cells": 76,
  "yosysWarnings": 1,
  "hold_depth": 1,
  "area_leaders": "edfxtp_1, dlxtn_1, nor2_1",
  "hold_viol_final": 0,
  "rsz0062_at_grt": "false",
  "clock_latency_ns": 0.24,
  "gp_congestion": 0.634,
  "dr.pass1.iters": 2,
  "cts_tree": "done",
  "maxCapViolCount": 0,
  "path_clk_slew_ns": 0.04,
  "grt_pass1_wl_um": 841,
  "power_density_nw_per_um2": 1320,
  "vias_per_cell": 2.55,
  "die_w_um": 80,
  "grtUsageTotal": 0.0158,
  "grt_antenna_before_repair": 0,
  "postCtsSetupBuffers": 0,
  "synth.distinct_cells": 14,
  "placed_area_um2": 369,
  "final_area_um2": 395,
  "drc": 0,
  "final_cell_count_no_fill": 80,
  "ant_nets": 0,
  "cts-root-buf": "clkbuf_4",
  "cts_buffers": 3,
  "h-tree-depth": 1,
  "drive_gt1_frac": 0.0882,
  "warning_count": 25,
  "drt_iter0_markers": 26,
  "clock_path_buffers": 2,
  "areaGrowthSynthToFinish_pct": 51.2,
  "finClkSkew_ns": 0.000700,
  "yosysTopAreaCell": "edfxtp_1",
  "cp.required_ns": 1.91,
  "syn_inst": 26,
  "setup_violations": 0,
  "synthDominantCellAreaShare": 0.344,
  "row_count": 21,
  "timing.fmax_mhz": 773,
  "lay_top_cells": "clkdlybuf4s50_1, nor2_1, dlxtn_1",
  "fillCellCount": 396,
  "vias": 204,
  "crit_type": "in2reg",
  "postCtsHoldBufs": 0,
  "finalMaxSlewViolations": 0,
  "regArea_um2": 150,
  "worstPathArrival_ns": 1.20,
  "placement.io_buffers": 7,
  "hpwl_um": 403,
  "unclocked_regs": 4,
  "wire_per_inst_um": 6.89,
  "cts-resized-gates": 0,
  "ioPinCount": 9,
  "wl_um": 551,
  "ff2ff_path_depth": 2,
  "fin_crit_sh": 0.647,
  "hold_class": "reg2reg",
  "finalPower_mw": 0.523,
  "untimed_endpoints": 9,
  "synth_flop_count": 7
}
-- cell usage after synthesis --
library cell and instances:
buf_2 1, nand2b_1 2, and2_1 1, dlxtn_1 4
buf_4 2, o21bai_1 2, and3b_1 1, edfxtp_1 3
nor4_1 1, a31oi_1 1, xnor2_1 1, a21oi_1 1
conb_1 1, nor2_1 5
-- critical path, cell delays in order --
cell	delay, ns
clkdlybuf4s50_1	0.46
nor2_1	0.04
a31oi_1	0.31
-- registers in the layout, indices dropped and copies added, names as in the netlist --
signal  flops
state       3
LdA         1
LdB         1
clrP        1
decB        1
-- logic make-up (layout without fill, tap and decap cells) --
| group | Yosys count | count (layout) | synth area share |
|---|---|---|---|
| other cells | 1 | 1 | 0.0143 |
| compound gates | 4 | 4 | 0.100 |
| xor+xnor | 1 | 1 | 0.0335 |
| latches | 4 | 4 | 0.230 |
| simple gates | 10 | 10 | 0.201 |
| flops | 3 | 3 | 0.345 |
| buf+inv | 3 | 11 | 0.0765 |
-- metrics by stage --
stage | hold WS [ns] | utilization | setup slack (ns)
after floorplan | 0.640 | - | 0.881
after global placement | 0.687 | 0.108 | 0.485
after detailed placement | 0.691 | 0.108 | 0.458
after CTS | 0.710 | 0.116 | 0.710
after global routing | 0.744 | 0.116 | 0.690
final | 0.721 | 0.116 | 0.706
-- where the power goes --
part	internal [mW]	switching, mW
Clock	0.0751	0.0373
Sequential	0.178	0.0666
Combinational	0.0990	0.0673
Total	0.352	0.171
-- final cells by class --
type                       count  share of cell area
sequential                     7               0.380
tap                           46               0.146
timing repair buffer           7               0.177
multi-input combinational     16               0.231
clock buffer                   4              0.0665
-- final timing paths --
check,from,end,slack [ns]
max,eqz,state[0],0.71
min,state[2],state[1],0.72
max reg2reg,state[1],state[0],0.78
min reg2reg,state[2],state[1],0.72
-- layer usage --
metal  GRT usage  vias up  routed length, um
met1      0.0128       91                195
met4      0.0141        0                 41
met2      0.0289        8                276
li1            -      101                  -
met5           0        -                  0
met3     0.00568        4                 38
Power is estimated from default activity; no workload was simulated.
