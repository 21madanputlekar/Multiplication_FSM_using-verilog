### design/flow/run.sh
#!/bin/bash
# OpenROAD 26Q1-2900-gdf79404cd8, Yosys 0.63+post, stock flow scripts
make -C /OpenROAD-flow-scripts/flow DESIGN_CONFIG=/design/flow/config.mk WORK_HOME=/design/flow/orfs finish
### design/flow/config.mk
export PLATFORM = sky130hd
export DESIGN_NAME = MUL_datapath
export DESIGN_NICKNAME = MUL_datapath
export VERILOG_FILES = /design/flow/design.v
export SDC_FILE = /design/flow/constraint.sdc
export NUM_CORES = 4
export LEC_CHECK = 1
export CORE_AREA = 10 10 76 76
export DIE_AREA = 0 0 86 86
### design/flow/constraint.sdc
current_design MUL_datapath

set clk_period 5.1
set clk_io_pct 0.2

create_clock -name clk0 -period $clk_period [get_ports {clk}]

set non_clock_inputs [all_inputs -no_clocks]
set_input_delay [expr $clk_period * $clk_io_pct] -clock clk0 $non_clock_inputs
set_output_delay [expr $clk_period * $clk_io_pct] -clock clk0 [all_outputs]
### design/flow/design.v
`timescale 1ns / 1ps
module MUL_datapath(eqz, LdA, LdB, LdP, clrP, decB, data_in,clk);
input  LdA, LdB, LdP, clrP, decB,clk;
input [15:0] data_in;
output eqz;
wire [15:0] X,Y,Z,Bout, Bus;
PIPO1 A (Bus,LdA,clk,X);		 
PIPO2 P (Z,LdP,clrP,clk,Y);	        
CNTR B(Bus,LdB,decB,clk,Bout);	      
ADD AD (Z,X,Y);			    
EQZ COMP (eqz,Bout);	          
endmodule   
`timescale 1ns / 1ps
module PIPO1(
    input [15:0] din,
    input ld,
    input clk,
    output reg [15:0] dout
    );
always@(posedge clk)
    if(ld)
            dout<= din;
endmodule
module PIPO2(
    input [15:0] din,
    input ld,
     input clr,
    input clk,
    output reg [15:0] dout
    );
always@(posedge clk)
    if(clr)
            dout<= 16'b0;
    else if (ld)     
            dout<= din;
endmodule
module ADD (out,in1,in2);
input [15:0] in1,in2;
output reg [15:0] out;
always@(*)
        out = in1 + in2 ;
endmodule
module EQZ (eqz,data);
input [15:0] data;
output eqz;
assign eqz = (data == 0);  
endmodule
module CNTR (
    input [15:0] din,
    input ld,
    input dec,
    input clk,
    output reg [15:0] dout
    );
always@(posedge clk)
        if(ld)               
            dout<= din;
        else if(dec)        
            dout <= dout-1;
endmodule
==> impl_metrics.py <==
# Auto-generated metrics
metrics = {
    "run": {
        "drv_cap": 0,
        "tool_warnings": 44,
    },
    "sta": {
        "finalHoldViolCount": 0,
        "slew_headroom": 0.6362,
        "maxSlewViolCount": 0,
        "min_period_ns": 3.489,
        "skew_ns": 0.006792,
        "finalSetupViolations": 0,
        "rsz0062_at_grt": "false",
        "fin_ws_ns": 1.611,
        "max_freq_ghz": 0.2866,
        "worst_pin_slew_ns": 0.5415,
        "period_used_share": 0.6841,
        "setup_tns_ns": 0,
    },
    "clock_tree": {
        "clock-sinks": 16,
        "clkLatencyLatePin_ns": 0.24,
        "root_buffer": "clkbuf_8",
        "cts_setup_buffers": 0,
        "numCtsBuffers": 3,
        "cts.clk_slew.worst_paths_ns": 0.06,
        "cts_hold_buf": 0,
        "htreeDepth": 1,
        "cts_resized": 0,
        "cts_tree": "yes",
        "cts_buffer_depth": 2,
    },
    "hold_path": {
        "min-delay-start": "B.dout[0]",
        "holdCritPathClass": "reg -> reg",
    },
    "drt": {
        "wl_per_cell_um": 9.389,
        "first_iter_violations": 12,
        "drtPass1Iterations": 2,
        "drc": 0,
        "routed_wl_mm": 1.061,
        "num_antenna_cells": 0,
        "antenna_left": 0,
        "vias": 418,
        "viasPerCell": 3.699,
    },
    "die": {
        "pin_count": 23,
        "num_rows": 23,
        "dieWidth_um": 86,
        "initial_core_util": 0.1846,
        "dieArea_um2": 7396,
        "coreArea_um2": 4115,
        "die_h_um": 86,
    },
    "pwr": {
        "ir_worst_vdd_mv": 0.2297,
        "powerDensity_nw_per_um2": 409.3,
        "p_leak_nw": 0.3124,
    },
    "yosys": {
        "yosysWarnings": 20,
        "synthTopCellsByArea": "edfxtp_1, xor2_1, xnor2_1",
        "yosys.area.top_type": "edfxtp_1",
        "netlist_instances": 57,
        "ys_seq_frac": 0.6326,
        "ys_cells": 57,
        "avgSynthCellArea_um2": 13.32,
        "yosys.area.top_type_share": 0.6326,
        "yosys_register_bits": 16,
        "syn_area_um2": 759.5,
        "synth_cell_types": 16,
        "ys_area_um2": 759.5,
    },
    "finish": {
        "lay_top_count": "edfxtp_1",
        "layout-drive-gt1-share": 0.1111,
        "syn2layout_area_growth_pct": 17.46,
        "final_cell_mix": "edfxtp_1, xor2_1, nor3_1, nor2_1",
        "largestRegisters": "B.dout: 16 flops",
        "largest_register": "B.dout",
        "final_util": 0.2168,
        "largest_reg_flops": 16,
    },
    "placed_design": {
        "pre_cts_slack_ns": 1.876,
        "gp_congestion": 0.7501,
        "dp_hpwl_um": 789.7,
        "io_buffers": 3,
    },
    "critical_path": {
        "cp.required_ns": 4.08,
        "start_kind": "flop",
        "crit_fanout": 4,
        "r2r_start": "B.dout[8]",
        "critPathMostFrequentCell": "or4_4",
        "slowest_delay_ns": 0.57,
        "critPathBufInv": 1,
        "crit_type": "reg -> out",
        "startpoint": "B.dout[8]",
        "end_kind": "output pin",
        "cpLargestDelayFamily": "simple AND/OR/NAND/NOR gates",
        "cp.arrival_ns": 2.47,
        "path_cells": "or4_4, or4_4, nor4_1, clkdlybuf4s50_1",
        "cpMaxStageDelayCell": "or4_4",
    },
    "global_route": {
        "grtUsageTotal": 0.02819,
        "overflow": 0,
        "grt_max_degree": 17,
        "grt_pass1_wl_mm": 1.745,
        "antenna_found_initial": 0,
        "grt_pass1_vias": 418,
    },
    "run_status": {
        "outcome": "complete, no violations",
    },
}
## metrics by stage
step	cell area, µm²	hold WS (ns)	cells	power (W)
2_1_floorplan	759.5	0.5296	57	0.0002596
3_3_place_gp	847.1	0.5457	109	0.0002703
3_5_place_dp	847.1	0.5517	109	0.0002759
4_1_cts	892.1	0.5637	113	0.0003706
5_1_grt	892.1	0.5826	113	0.0003874
6_report	892.1	0.5568	113	0.0003652
## cells in the mapped netlist
master,count
edfxtp_1,16
xor2_1,10
nor2_1,4
nor3_1,4
inv_1,3
nand2_1,3
nor4_1,3
or3_1,3
xnor2_1,3
or4_4,2
buf_2,1
ha_1,1
nand2b_1,1
nor3b_2,1
o21ai_0,1
or2_2,1
## report_power, final
part / switching (W) / leakage (nW) / internal [W]
sequential: 0.0000265 / 0.163 / 0.000192
clock: 0.0000394 / 0.0231 / 0.0000532
combinational: 0.0000271 / 0.126 / 0.0000270
## cell type report
class,count,area (µm²)
clock buffers,3,41.29
repair buffers,3,30.03
clock inverters,1,3.754
well taps,50,62.56
flip-flops and latches,16,480.5
fillers,439,3223
multi-input cells,37,262.8
inverters,3,11.26
## kinds of logic after synthesis
| logic type | Yosys count | share of synthesized area |
|---|---|---|
| and+or+nand+nor | 22 | 0.1730 |
| DFF | 16 | 0.6326 |
| xor gates and xnor gates | 13 | 0.1499 |
| buffers and inverters | 4 | 0.02141 |
| AOI/OAI and AO/OA | 1 | 0.006583 |
| adders and majority gates | 1 | 0.01647 |
## metal layers
metal	up-vias	GRT usage	routed length, µm
li1	217	-	-
met1	195	0.03909	575
met2	6	0.04124	437
met3	0	0.01430	47
met4	0	0	0
met5	-	0	0
## path summary, 6_finish.rpt
check                           slack, ns  cells past startpoint    endpoint
worst max-delay path                 1.61                      4         eqz
worst min-delay path                 0.56                      1   B.dout[0]
worst max register to register       3.10                      4  B.dout[15]
worst min register to register       0.56                      1   B.dout[0]
## worst register-to-register path: stages, from the launching register on
cell and delay [ns]:
edfxtp_1 0.44, or4_4 0.57, or4_4 0.45, nor3b_2 0.21, xor2_1 0.08
No activity file was given, so power comes from the tool's default toggle rates.
